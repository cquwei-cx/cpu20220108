===== /design/flow/constraint.sdc =====
current_design branch_predict

set clk_period 55.0
set clk_io_pct 0.2

create_clock -name clk0 -period $clk_period [get_ports {clk}]

set non_clock_inputs [all_inputs -no_clocks]
set_input_delay [expr $clk_period * $clk_io_pct] -clock clk0 $non_clock_inputs
set_output_delay [expr $clk_period * $clk_io_pct] -clock clk0 [all_outputs]

===== /design/flow/design.v =====
module branch_predict (
    input wire clk, rst,
    input wire flushD,
    input wire stallD,
    input wire [31:0] instrD,
    input wire [31:0] immD,
    input wire [31:0] pcF,
    input wire [31:0] pcM,
    input wire branchM,
    input wire actual_takeM,
    output wire branchD,
    output wire branchL_D,
    output wire pred_takeD
);
    wire pred_takeF;
    reg pred_takeF_r;
    wire [5:0] op_code, funct;
    wire [4:0] rs, rt;
    assign op_code = instrD[31:26];
	assign rs = instrD[25:21];
	assign rt = instrD[20:16];
	assign funct = instrD[5:0];
    assign branchD = ( !(op_code ^ 6'b000001) & (!(instrD[19:17] ^ 3'b000) | !(instrD[19:17] ^ 3'b001)) )  
                    | !(op_code[5:2] ^ 4'b0001);  
    assign branchL_D = ( !(op_code ^ 6'b000001) & !(instrD[19:17] ^ 3'b001) ) |
                         !(op_code[5:2] ^ 4'b0101);  
    parameter Strongly_not_taken = 2'b00, Weakly_not_taken = 2'b01, Weakly_taken = 2'b11, Strongly_taken = 2'b10;
    parameter PHT_DEPTH = 6;
    parameter BHT_DEPTH = 10;
    reg [5:0] BHT [(1<<BHT_DEPTH)-1 : 0];
    reg [1:0] PHT [(1<<PHT_DEPTH)-1:0];
    integer i,j;
    wire [(PHT_DEPTH-1):0] PHT_index;
    wire [(BHT_DEPTH-1):0] BHT_index;
    wire [(PHT_DEPTH-1):0] BHR_value;
    assign BHT_index = pcF[11:2];     
    assign BHR_value = BHT[BHT_index];  
    assign PHT_index = BHR_value;
    assign pred_takeF = PHT[PHT_index][1];
    wire [(PHT_DEPTH-1):0] update_PHT_index;
    wire [(BHT_DEPTH-1):0] update_BHT_index;
    wire [(PHT_DEPTH-1):0] update_BHR_value;
    assign update_BHT_index = pcM[11:2];     
    assign update_BHR_value = BHT[update_BHT_index];  
    assign update_PHT_index = update_BHR_value;
    always@(posedge clk) begin
        if(rst) begin
            for(j = 0; j < (1<<BHT_DEPTH); j=j+1) begin
                BHT[j] <= 0;
            end
        end
        else if(branchM) begin
            BHT[update_BHT_index] <= {BHT[update_BHT_index] << 1, actual_takeM};
        end
    end
    always @(posedge clk) begin
        if(rst) begin
            for(i = 0; i < (1<<PHT_DEPTH); i=i+1) begin
                PHT[i] <= Weakly_taken;
            end
        end
        else begin
            case(PHT[update_PHT_index])
                Strongly_not_taken  :   PHT[update_PHT_index] <= actual_takeM & branchM ? Weakly_not_taken : Strongly_not_taken;
                Weakly_not_taken    :   PHT[update_PHT_index] <= actual_takeM & branchM ? Weakly_taken : Strongly_not_taken;
                Weakly_taken        :   PHT[update_PHT_index] <= actual_takeM & branchM ? Strongly_taken : Weakly_not_taken;
                Strongly_taken      :   PHT[update_PHT_index] <= actual_takeM & branchM ? Strongly_taken : Weakly_taken;
            endcase 
        end
    end
    always @(posedge clk) begin
        if(rst | flushD) begin
            pred_takeF_r <= 0;
        end
        else if(~stallD) begin
            pred_takeF_r <= pred_takeF;
        end
    end
    assign pred_takeD = branchD & pred_takeF_r;     
endmodule

===== /design/flow/config.mk =====
export PLATFORM = sky130hd
export DESIGN_NAME = branch_predict
export DESIGN_NICKNAME = branch_predict
export VERILOG_FILES = /design/flow/design.v
export SDC_FILE = /design/flow/constraint.sdc
export NUM_CORES = 4
export LEC_CHECK = 1
export CORE_UTILIZATION = 40
export SYNTH_MEMORY_MAX_BITS = 65536

===== /design/flow/run.sh =====
#!/bin/bash
# OpenROAD 26Q1-2900-gdf79404cd8, Yosys 0.63+post, stock flow scripts
make -C /OpenROAD-flow-scripts/flow DESIGN_CONFIG=/design/flow/config.mk WORK_HOME=/design/flow/orfs finish

==> flow_summary.json <==
{
  "status": "completed",
  "postCtsSetupRepairBufs": 0,
  "ys_types": 81,
  "setup-tns-final_ns": 0,
  "synth_area_um2": 169000,
  "crit_path_max_fanout": 3,
  "wire_per_inst_um": 39.3,
  "cap_viol_max_count": 0,
  "ys_seq_share_pct": 54.8,
  "post-route-drc-count": 0,
  "grt_pass1_vias": 128000,
  "criticalPathCategory": "primary input to primary output",
  "gp_congestion": 1.08,
  "place_hpwl_um": 470000,
  "lay_top_cells": "edfxtp_1 (3088), nor3_1 (1867), mux4_2 (1427), nor2_1 (1369), o21bai_1 (858)",
  "num_vias": 123000,
  "antenna_found_initial": 80,
  "htree_num_levels": 5,
  "p_leak_nw": 57.9,
  "period_minus_slack_ns": 23.83,
  "die_area_um2": 426000,
  "ir_drop_v": 0.0000301,
  "grt.overflow.total": 0,
  "tightest_slew_ns": 1.36,
  "critPathLaunchType": "primary input",
  "cts_tree": "yes",
  "first_pass_iters": 8,
  "finalClockSkew_ns": 0.0495,
  "slew-limit-headroom_pct": 8.33,
  "layout-drive-gt1-share_pct": 22.4,
  "max_freq_mhz": 42.0,
  "synth_flops": 3089,
  "cts_root_buffer": "clkbuf_16",
  "dp_slack_ns": 31.15,
  "worstPathRequired_ns": 44.00,
  "hold_slack_ns": 0.664,
  "grt_setup_unrepaired": "false",
  "synth_top_flop_cell": "edfxtp_1",
  "cts_hold_buf": 0,
  "synth_area_per_cell_um2": 13.4,
  "ys_area_um2": 169000,
  "drv_slew": 0,
  "hold_class": "register to register",
  "lay_top_count": "edfxtp_1",
  "routed_wl_um": 708000,
  "edf_count": 3088,
  "num_rows": 238,
  "drt_iter0_markers": 10600,
  "grt.total_usage_pct": 36.0,
  "synthArstFlopShare_pct": 0,
  "postRouteAntennaNets": 0,
  "cp-end-kind": "primary output",
  "period_used_pct": 43.3,
  "syn2layout_area_growth_pct": 9.70,
  "fp_util_pct": 40.2,
  "synth.yosys.warnings": 1,
  "final_hold_viol_count": 0,
  "grt_pass1_wl_um": 983000,
  "crit_arrival_ns": 12.83,
  "ios": 137,
  "p_per_area_nw_per_um2": 31.2,
  "ctsResizeCount": 0,
  "finalPower_mw": 5.79,
  "final.setup.worst_slack_ns": 31.17,
  "finalSetupViolCount": 0,
  "die_w_um": 653,
  "cts_buffers": 338,
  "clkSlewWorstSetupHoldPaths_ns": 0.06,
  "ys_cells": 12600,
  "vias_per_cell": 6.82,
  "cts.sink_count": 3089,
  "grt_max_degree": 126,
  "clk_path_buf_depth": 4,
  "io_buffers": 37,
  "worstSkewPairLatency_ns": 1.00,
  "warnings": 146,
  "die-height_um": 653,
  "core_area_um2": 421000,
  "synthCells": 12600
}
-- metrics by stage --
step | cell area [um2] | std cells | util (%)
floorplan | 169000 | 12600 | -
global placement | 175000 | 17300 | 41.6
detailed placement | 175000 | 17300 | 41.6
CTS | 185000 | 17900 | 44.1
global route | 186000 | 17900 | 44.1
finish | 186000 | 18000 | 44.1
-- registers in the layout, indices dropped and copies added, names as in the netlist --
register	cells
PHT	16
BHT	3072
pred_takeF_r	1
-- per-layer routing --
layer / global-route usage (%) / routed length [um]
met3: 32.9 / 151000
met1: 36.0 / 198000
met4: 22.5 / 56300
met5: 12.3 / 5690
met2: 46.8 / 297000
-- power breakdown --
group | switching, mW | internal (mW) | total (mW)
clock network | 0.987 | 1.26 | 2.25
registers | 0.0483 | 2.67 | 2.72
logic | 0.567 | 0.256 | 0.823
-- path summary, 6_finish.rpt --
path	startpoint	end	slack [ns]	cells past startpoint
worst max-delay path	instrD[28]	pred_takeD	31.17	6
worst min register to register	pred_takeF_r	pred_takeF_r	0.66	2
worst min-delay path	pred_takeF_r	pred_takeF_r	0.66	2
worst max register to register	BHT[883][0]	BHT[379][2]	47.67	13
-- critical path: stages --
cell and delay (ns):
clkdlybuf4s50_1 0.44, nor4_1 0.37, a21oi_1 0.12, nor4_1 0.26, and2_1 0.18, clkdlybuf4s50_1 0.45
-- cells in the mapped netlist (all sizes together) (40+ instances only) --
| library cell | instances | area share, % |
|---|---|---|
| a21o | 66 | 0.29 |
| a21oi | 83 | 0.25 |
| a221oi | 97 | 0.50 |
| a22oi | 146 | 0.65 |
| a31oi | 41 | 0.15 |
| buf | 585 | 2.2 |
| clkbuf | 1104 | 2.4 |
| edfxtp | 3088 | 55 |
| mux2i | 351 | 2.1 |
| mux4 | 1427 | 19 |
| nand2 | 441 | 0.98 |
| nand2b | 137 | 0.51 |
| nand3 | 110 | 0.33 |
| nand4 | 40 | 0.15 |
| nor2 | 1395 | 3.1 |
| nor3 | 1873 | 5.5 |
| nor4 | 74 | 0.28 |
| o21ai | 77 | 0.23 |
| o21bai | 858 | 3.8 |
| o22ai | 293 | 1.1 |
-- layout make-up --
class / instances / area (um2)
fill: 36100 / 235000
sequential: 3089 / 92700
multi-input combinational: 7849 / 69500
clock buffer: 410 / 8770
tap: 5640 / 7060
timing repair buffer: 691 / 5510
clock inverter: 201 / 1810
antenna: 100 / 250
inverter: 15 / 73.8
-- cell families after synthesis --
logic type / count (synthesis) / synth area share [%]
and+or+nand+nor: 4164 / 11.2
DFF: 3089 / 54.8
AOI/OAI and AO/OA: 1873 / 8.04
muxes: 1810 / 21.3
buffers and inverters: 1704 / 4.63
xor gates and xnor gates: 2 / 0.0103
Power and IR drop assume default switching activity.
