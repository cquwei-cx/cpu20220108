`flow/design.v`:
```
`timescale 1ns / 1ps
module regfile(
	input wire clk,
	input wire stallW,
	input wire we3,
	input wire[4:0] ra1,ra2,wa3,
	input wire[31:0] wd3,
	output wire[31:0] rd1,rd2
    );
	reg [31:0] rf[31:0];
	always @(posedge clk) begin
		if(we3 & ~stallW) begin
			 rf[wa3] <= wd3;
		end
	end
	assign rd1 = (ra1 != 0) ? rf[ra1] : 0;
	assign rd2 = (ra2 != 0) ? rf[ra2] : 0;
endmodule
```
`flow/run.sh`:
```
#!/bin/bash
# OpenROAD 26Q1-2900-gdf79404cd8, Yosys 0.63+post, stock flow scripts
make -C /OpenROAD-flow-scripts/flow DESIGN_CONFIG=/design/flow/config.mk WORK_HOME=/design/flow/orfs finish
```
`flow/config.mk`:
```
export PLATFORM = sky130hd
export DESIGN_NAME = regfile
export DESIGN_NICKNAME = regfile
export VERILOG_FILES = /design/flow/design.v
export SDC_FILE = /design/flow/constraint.sdc
export NUM_CORES = 4
export LEC_CHECK = 1
export CORE_UTILIZATION = 50
```
`flow/constraint.sdc`:
```
current_design regfile

set clk_period 9.4
set clk_io_pct 0.2

create_clock -name clk0 -period $clk_period [get_ports {clk}]

set non_clock_inputs [all_inputs -no_clocks]
set_input_delay [expr $clk_period * $clk_io_pct] -clock clk0 $non_clock_inputs
set_output_delay [expr $clk_period * $clk_io_pct] -clock clk0 [all_outputs]
```
==> flow_summary.toml <==
# physical design summary
[cells_and_area]
fin_area_mm2 = 0.05399
comb_area_mm2 = 0.01604
largest_reg_flops = 1024
drive_gt1_frac = 0.2728
regArea_mm2 = 0.03075
regMostFlops = "rf"
fin_cells = 4058
areaGrowthSynthToFinish_pct = 13.28
fill_cells = 6780
reg_top3 = "rf x1024"
postLayoutCoreUtil = 0.5751

[pwr]
p_clk_frac = 0.413
p_comb_frac = 0.086
leakagePower_nw = 17.36
switching_share = 0.2272
ir_drop_v = 0.0001449
power.density_mw_per_mm2 = 187.2
pwr-share-seq = 0.502
switchingPower_mw = 2.297
intPower_mw = 7.812

[detailed_routing]
drt-pass1-iter-count = 5
wl_um = 155700
viasPerCell = 6.961
ant_nets = 0
highest_layer = "met5"
wl_met3_um = 29170
wl_met1_um = 46410
drtIter0Drc = 2138
via_count = 28246
drc_errors = 0
routedWlPerCell_um = 38.38
wl_met2_um = 71010

[worst_setup_path]
crit_slowest_cell = "a211oi_1"
required_ns = 7.52
cp.arrival_ns = 5.34
startpoint = "ra2[1]"
cp_cell_sequence = "buf_6 -> buf_12 -> nor2b_4 -> buf_4 -> a22oi_1 -> nand4_1 -> a211oi_1 -> clkdlybuf4s50_1"
path_max_fanout = 70
cp-start-kind = "primary input"
path_class = "primary input to primary output"
crit_path_end_kind = "primary output"
cpPeakStageDelay_ns = 0.79
cp-endpoint = "rd2[4]"

[synth]
synth_cells = 2582
ys_cells = 2582
ys.flops = 1024
synth.distinct_cells = 35
syn_area_mm2 = 0.04766
yosys_area_mm2 = 0.04766
synth_seq_share = 0.6452
syn_avg_cell_area_um2 = 18.46
yosys_warnings = 1

[flow_run]
drv_cap = 0
warnings = 26

[floorplan]
die.size.y_um = 310.7
die_w_um = 310.7
die-area_mm2 = 0.09656
core_area_mm2 = 0.09389
ioPinCount = 114
fp-row-count = 112
fp_util = 0.5076

[global_routing]
grt_pass1_vias = 31717
antenna_found_initial = 2
overflow = 0
grt_pass1_wl_um = 222600
track_usage = 0.3672
grt_start_max_net_pins = 80

[min_path]
hold_class = "primary input to flop"

[sta]
finalCriticalPeriod_ns = 7.225
max_freq_ghz = 0.1384
fin_setup_tns_ns = 0
worst_pin_slew_ns = 1.047
slew_headroom = 0.2995
setup_viol = 0
period_used_share = 0.7686
hold_viol_final = 0
rsz0062_at_grt = "no"
fin_ws_ns = 2.175
slew_viol_final = 0

[clock_network]
clock_sinks = 1024
clock-root-buffer = "clkbuf_16"
cts_max_path_buffers = 3
htree_levels = 3
postCtsSetupBuffers = 0
cts-buffers-inserted = 109
cts_hold_buf = 0
cts_tree = "yes"
clk_pin_slew_ns = 0.06
ctsResizeCount = 0

[placed_design]
gp_congestion = 0.8771
pre_cts_ws_ns = 2.260
port-buffer-count = 113
dpl_cell_area_mm2 = 0.05052
dp.cells = 3857
hpwl_um = 85260

[run_status]
status = "completed"
cells by family after synthesis:
| kind of cell | Yosys count | share of synthesized area |
|---|---|---|
| AND-OR/OR-AND | 364 | 0.05754 |
| multiplexers | 736 | 0.2487 |
| buffers and inverters | 221 | 0.02497 |
| AND/OR/NAND/NOR | 237 | 0.02368 |
| flip-flops | 1024 | 0.6452 |
critical path, delay by kind of cell:
family                 cells  cell delay, ns
buffers and inverters      4            1.99
AND-OR/OR-AND              2            1.03
AND/OR/NAND/NOR            2            0.41
final cells by class:
cell class              count  area share
multi-input cells        1337      0.2971
clock buffers             134     0.05265
diodes                      3   0.0001390
inverters                   2   0.0001854
flip-flops and latches   1024      0.5695
repair buffers            240     0.03986
well taps                1254     0.02906
clock inverters            64     0.01152
cell usage in the layout (no fill, tap or decap), types with 2 or more instances in the layout:
| cell | synthesis | layout |
|---|---|---|
| a211oi_1 | 64 | 64 |
| a21oi_1 | 32 | 32 |
| a221oi_1 | 44 | 44 |
| a22oi_1 | 64 | 64 |
| a311oi_1 | 32 | 32 |
| buf_12 | 0 | 5 |
| buf_2 | 54 | 3 |
| buf_4 | 47 | 123 |
| buf_6 | 15 | 2 |
| buf_8 | 0 | 4 |
| bufinv_16 | 0 | 9 |
| clkbuf_1 | 100 | 24 |
| clkbuf_16 | 0 | 110 |
| clkdlybuf4s50_1 | 0 | 103 |
| clkinv_1 | 0 | 16 |
| clkinv_2 | 0 | 25 |
| clkinv_8 | 0 | 4 |
| clkinvlp_4 | 0 | 6 |
| diode_2 | 0 | 3 |
| edfxtp_1 | 1024 | 1024 |
| inv_6 | 0 | 2 |
| mux2_2 | 64 | 64 |
| mux2i_1 | 320 | 320 |
| mux4_2 | 352 | 352 |
| nand2_1 | 108 | 108 |
| nand3b_1 | 4 | 4 |
| nand4_1 | 32 | 32 |
| nor2_1 | 41 | 4 |
| nor2_4 | 0 | 37 |
| nor2b_1 | 37 | 32 |
| nor2b_4 | 0 | 4 |
| o2111ai_1 | 20 | 20 |
| o21ai_0 | 40 | 40 |
| o21ai_1 | 4 | 4 |
| o221ai_1 | 64 | 64 |
| or3_1 | 3 | 2 |
| or3b_2 | 1 | 3 |
per-stage QoR:
step	total power, mW	hold WS (ns)
after floorplan	5.641	1.979
after global placement	6.014	2.700
after detailed placement	6.022	2.710
after CTS	10.16	1.968
after global routing	10.38	1.995
final	10.11	1.999
routing by layer:
layer  vias up  global-route usage
li1      11358                   -
met1     14019              0.4436
met2      2378              0.5052
met3       467              0.2884
met4        24              0.1470
met5         -             0.04743
worst min path at each step:
stage / startpoint / endpoint / slack (ns) / cells after the start
CTS: wd3[24] / rf[21][24]$_DFFE_PP_ / 1.97 / 2
global route: wd3[4] / rf[27][4]$_DFFE_PP_ / 2.00 / 2
finish: wd3[24] / rf[20][24]$_DFFE_PP_ / 2.00 / 2
power by group through the flow:
stage	combinational (mW)	sequential (mW)	clock (mW)
6_report	0.865	5.07	4.17
4_1_cts	0.861	5.07	4.23
5_1_grt	0.911	5.07	4.40
cell usage after synthesis:
| cell | n | area share |
|---|---|---|
| nand2b_1 | 2 | 0.00026 |
| nand3b_1 | 4 | 0.00063 |
| buf_6 | 15 | 0.0035 |
| clkbuf_1 | 100 | 0.0079 |
| or4_4 | 1 | 0.00024 |
| or3b_1 | 2 | 0.00037 |
| a211oi_1 | 64 | 0.010 |
| a221oi_1 | 44 | 0.0081 |
| nand4_1 | 32 | 0.0042 |
| buf_2 | 54 | 0.0057 |
| buf_4 | 47 | 0.0074 |
| or3_1 | 3 | 0.00039 |
| clkbuf_4 | 1 | 0.00016 |
| and3_1 | 1 | 0.00013 |
| mux2i_1 | 320 | 0.067 |
| or3b_2 | 1 | 0.00018 |
| nand2_1 | 108 | 0.0085 |
| o21ai_0 | 40 | 0.0042 |
| o21ai_1 | 4 | 0.00042 |
| or2_2 | 1 | 0.00013 |
| o2111ai_1 | 20 | 0.0037 |
| a311oi_1 | 32 | 0.0059 |
| nor2_1 | 41 | 0.0032 |
| nand4b_1 | 1 | 0.00018 |
| a22oi_1 | 64 | 0.010 |
| nor2b_1 | 37 | 0.0049 |
| a21oi_1 | 32 | 0.0034 |
| buf_1 | 2 | 0.00016 |
| and2_1 | 2 | 0.00026 |
| mux2_2 | 64 | 0.015 |
| edfxtp_1 | 1024 | 0.65 |
| inv_1 | 2 | 0.00016 |
| mux4_2 | 352 | 0.17 |
| o221ai_1 | 64 | 0.012 |
| nand3_1 | 1 | 0.00010 |
Power is estimated from default activity; no workload was simulated.
