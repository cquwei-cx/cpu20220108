<file path="flow/run.sh">
#!/bin/bash
# OpenROAD 26Q1-2900-gdf79404cd8, Yosys 0.63+post, stock flow scripts
make -C /OpenROAD-flow-scripts/flow DESIGN_CONFIG=/design/flow/config.mk WORK_HOME=/design/flow/orfs finish
</file>
<file path="flow/config.mk">
export PLATFORM = sky130hd
export DESIGN_NAME = mem_control
export DESIGN_NICKNAME = mem_control
export VERILOG_FILES = /design/flow/design.v
export SDC_FILE = /design/flow/constraint.sdc
export NUM_CORES = 4
export LEC_CHECK = 1
export CORE_AREA = 10 10 109 109
export DIE_AREA = 0 0 119 119
</file>
<file path="flow/constraint.sdc">
current_design mem_control

set clk_period 5.8
set clk_io_pct 0.2

create_clock -name clk0 -period $clk_period

set non_clock_inputs [all_inputs -no_clocks]
set_input_delay [expr $clk_period * $clk_io_pct] -clock clk0 $non_clock_inputs
set_output_delay [expr $clk_period * $clk_io_pct] -clock clk0 [all_outputs]
</file>
<file path="flow/design.v">
module mem_control(
    input wire [31:0] instrM,
    input wire [31:0] addr,   
    input wire [31:0] data_wdataM,  
    output wire [31:0] mem_wdataM,   
    output wire [3:0] mem_wenM,   
    input wire [31:0] mem_rdataM,  
    output wire [31:0] data_rdataM,   
    output wire addr_error_sw, addr_error_lw
);
    wire [3:0] mem_byte_wen;
    wire [5:0] op_code;
    wire instr_lw, instr_lh, instr_lb, instr_sw, instr_sh, instr_sb, instr_lhu, instr_lbu;
    wire addr_W0, addr_B2, addr_B1, addr_B3;
    assign op_code = instrM[31:26];
    assign addr_W0 = ~(|(addr[1:0] ^ 2'b00));
    assign addr_B2 = ~(|(addr[1:0] ^ 2'b10));
    assign addr_B1 = ~(|(addr[1:0] ^ 2'b01));
    assign addr_B3 = ~(|(addr[1:0] ^ 2'b11));
    assign instr_lw = ~(|(op_code ^ 6'b100011));
    assign instr_lb = ~(|(op_code ^ 6'b100000));
    assign instr_lh = ~(|(op_code ^ 6'b100001));
    assign instr_lbu = ~(|(op_code ^ 6'b100100));
    assign instr_lhu = ~(|(op_code ^ 6'b100101));
    assign instr_sw = ~(|(op_code ^ 6'b101011)); 
    assign instr_sh = ~(|(op_code ^ 6'b101001));
    assign instr_sb = ~(|(op_code ^ 6'b101000));
    assign addr_error_sw = (instr_sw & ~addr_W0)
                        | (  instr_sh & ~(addr_W0 | addr_B2));
    assign addr_error_lw = (instr_lw & ~addr_W0)
                        | (( instr_lh | instr_lhu ) & ~(addr_W0 | addr_B2));
    assign mem_wenM = ( {4{( instr_sw & addr_W0 )}} & 4'b1111)           
                        | ( {4{( instr_sh & addr_W0  )}} & 4'b0011)      
                        | ( {4{( instr_sh & addr_B2  )}} & 4'b1100)      
                        | ( {4{( instr_sb & addr_W0  )}} & 4'b0001)      
                        | ( {4{( instr_sb & addr_B1  )}} & 4'b0010)
                        | ( {4{( instr_sb & addr_B2  )}} & 4'b0100)
                        | ( {4{( instr_sb & addr_B3  )}} & 4'b1000);
    assign mem_wdataM =   ({ 32{instr_sw}} & data_wdataM)                
                        | ( {32{instr_sh}}  & {2{data_wdataM[15:0]} })   
                        | ( {32{instr_sb}}  & {4{data_wdataM[7:0]}  });  
    assign data_rdataM =  ( {32{instr_lw}}   & mem_rdataM)                                                   
                        | ( {32{ instr_lh   & addr_W0}}  & { {16{mem_rdataM[15]}},  mem_rdataM[15:0]    })   
                        | ( {32{ instr_lh   & addr_B2}}  & { {16{mem_rdataM[31]}},  mem_rdataM[31:16]   })
                        | ( {32{ instr_lhu  & addr_W0}}  & {  16'b0,                mem_rdataM[15:0]    })   
                        | ( {32{ instr_lhu  & addr_B2}}  & {  16'b0,                mem_rdataM[31:16]   })
                        | ( {32{ instr_lb   & addr_W0}}  & { {24{mem_rdataM[7]}},   mem_rdataM[7:0]     })   
                        | ( {32{ instr_lb   & addr_B1}}  & { {24{mem_rdataM[15]}},  mem_rdataM[15:8]    })
                        | ( {32{ instr_lb   & addr_B2}}  & { {24{mem_rdataM[23]}},  mem_rdataM[23:16]   })
                        | ( {32{ instr_lb   & addr_B3}}  & { {24{mem_rdataM[31]}},  mem_rdataM[31:24]   })
                        | ( {32{ instr_lbu  & addr_W0}}  & {  24'b0 ,               mem_rdataM[7:0]     })   
                        | ( {32{ instr_lbu  & addr_B1}}  & {  24'b0 ,               mem_rdataM[15:8]    })
                        | ( {32{ instr_lbu  & addr_B2}}  & {  24'b0 ,               mem_rdataM[23:16]   })
                        | ( {32{ instr_lbu  & addr_B3}}  & {  24'b0 ,               mem_rdataM[31:24]   });
endmodule
</file>
==> run_results.csv <==
group,metric,value,unit
min_path,hold_class,"in2out",
route,viasPerCell,4.32,
final_timing,max_slew_margin,50.1,%
final_timing,post-route-period-util,85.7,%
finish,seq_area,0,µm²
run,max_cap_viol_count,0,
finish,drive_gt1_share,5.20,%
final_timing,finalHoldViolCount,0,
placed_design,dpl.hpwl,6290,µm
final_timing,fin_crit,4.97,ns
placed_design,gp_congestion,0.799,
placed_design,dp_cells,460,
route,drt_iter0_markers,174,
final_timing,max_freq,201,MHz
grt,grt_max_degree,30,
final_timing,worst_slew_pin_slew,0.743,ns
power,vdd_drop_max,20.8,µV
floorplan,die_h,119,µm
route,postRouteWirelength,7500,µm
final_timing,drv_slew,0,
power,switching_share,38.6,%
power,power.share.clock,0,%
finish,final_cell_mix,"142 x clkdlybuf4s50_1, 37 x a21oi_1, 28 x nor2_1",
power,comb_power_share,100.0,%
placed_design,portBuffers,142,
grt,grt-ovfl-total,0,
power,switchingPower,0.0475,mW
setup_path,arrival,3.81,ns
power,p_total,0.123,mW
clocking,cts_hold_buf,0,
synthesis,synthCells,193,
floorplan,die_w,119,µm
final_timing,tns,0,ns
run,log.warning_count,88,
grt,antenna_found_initial,0,
route,wl_per_cell,16.3,µm
route,n_antenna_cell,0,
route,drc,0,
grt,grt_pass1_wl,11800,µm
power,internal_power,0.0757,mW
finish,lay_top_count,"clkdlybuf4s50_1",
status,run_status,"finished clean",
synthesis,avgSynthCellArea,6.27,µm²
setup_path,critical_path.endpoint_type,"primary output",
floorplan,io_pins,198,
route,firstDrtPassIters,4,
finish,fill_cells,1074,
finish,area.growth.synth_to_final,129,%
finish,flops,0,
min_path,min_from,"data_wdataM[12]",
setup_path,worstPathRequired,4.64,ns
floorplan,num_rows,36,
synthesis,yosys.stat.seqShare,0,%
finish,stdcell_count,460,
final_timing,hold_slack,3.27,ns
route,vias,1989,
clocking,post_cts.repair.setup_buffers,0,
synthesis,netlist_area,1210,µm²
grt,first_global_vias,2144,
power,leakage,1.10,nW
power,pwr-share-seq,0,%
synthesis,ys_chip_area,1210,µm²
floorplan,core,9640,µm²
synthesis,ys_cells,193,
floorplan,fp_util,12.6,%
floorplan,chip_area,14200,µm²
grt,grt_use_total,10.0,%
synthesis,netlist_top_cells_area,"a21oi_1 15%, a221o_1 12%, a21o_1 11%, nor2_1 8.7%, mux2i_1 6.6%",
setup_path,cp-start-kind,"primary input",
final_timing,rsz0062_at_grt,"false",
clocking,cts_resized,0,
synthesis,synth.distinct_cells,31,
synthesis,ys_warn_count,0,
final_timing,setup_viol,0,
synthesis,top_area_share,15.3,%
power,p_per_area,44.5,nW/µm²
setup_path,cp_max_fo,29,
route,postRouteAntennaNets,0,
setup_path,path_class,"in2out",
setup_path,critPathLaunch,"instrM[28]",
finish,clkbuf_count,0,
synthesis,synth_area_leader_cell,"a21oi_1",
[cell families (layout without fill, tap and decap cells)]
| group | after synthesis | count (layout) | synth area share (%) |
|---|---|---|---|
| AND/OR/NAND/NOR | 89 | 89 | 39.5 |
| buffers and inverters | 17 | 151 | 7.65 |
| multiplexers | 10 | 10 | 8.48 |
| AND-OR/OR-AND | 77 | 77 | 44.4 |
[per-stage QoR]
| step | cell area, µm² | worst slack, ns | util, % |
|---|---|---|---|
| global route | 2770 | 0.688 | 28.7 |
| finish | 2770 | 0.829 | 28.7 |
| CTS | 2770 | 0.797 | 28.7 |
| global placement | 2770 | 0.807 | 28.7 |
| detailed placement | 2770 | 0.803 | 28.7 |
| floorplan | 1210 | 2.15 | - |
[cell type report]
type,instances,area [µm²],area share [%]
inverters,1,3.75,0.136
well taps,133,166,6.01
multi-input cells,176,1120,40.4
repair buffers,150,1480,53.5
[cells in the mapped netlist (all sizes together)]
library cell   n
a21oi         37
nor2          28
nand2         18
a21o          17
a221o         14
nand2b        12
and2          10
nor2b          9
buf            8
clkbuf         8
mux2i          8
nor3           4
a211oi         3
mux2           2
or2            2
a2111oi        1
a211o          1
a22o           1
a22oi          1
a31o           1
inv            1
nand3b         1
nor3b          1
nor4           1
o21ai          1
or3b           1
or4b           1
or4bb          1
[final timing paths]
check                         to  slack, ns  cells after the start
setup / recovery     mem_wenM[0]       0.83                      6
hold / removal    mem_wdataM[12]       3.27                      4
[power by group through the flow]
stage         registers (mW)  clock network, mW  logic, mW
global route               0                  0      0.135
CTS                        0                  0      0.124
finish                     0                  0      0.123
[critical path, cell delays in order]
cell	delay [ns]
clkdlybuf4s50_1	0.58
or4bb_2	1.00
a21oi_1	0.23
buf_4	0.19
and2_1	0.14
clkdlybuf4s50_1	0.49
[metal layers]
layer	GRT usage [%]	vias to the layer above	part of all wire, %
li1	-	972	-
met1	12.9	886	46
met2	15.0	131	39
met3	6.00	0	15
met4	0	0	0
met5	0	-	0
No activity file was given, so power comes from the tool's default toggle rates.
